==> /design/flow/design.v <==
module mem2serial #(parameter AW = 8)(
    input wire clk,
    input wire reset,                        
    input wire [31:0] read_data,
    input wire read_empty,                   
    input wire uart_ready,
    output reg read_clk_enable,
    output reg uart_clk_enable,
    output reg [7:0] uart_data
);
    reg [7:0] write_pos;
    reg [47:0] data;
    localparam[3:0] STATE_IDLE = 4'd0;
    localparam[3:0] STATE_WRITE_DATA = 4'd1;
    localparam[3:0] STATE_WAIT_WRITE_DONE = 4'd2;
    localparam[3:0] STATE_WRITE_TRAILER = 4'd3;
    localparam[3:0] STATE_WAIT_WRITE_TRAILER_DONE = 4'd4;
    reg [3:0] state;
    always @(posedge clk or negedge reset)
    begin
        if (~reset) begin
            state <= STATE_IDLE;
            uart_clk_enable <= 0;
            read_clk_enable <= 0;
            write_pos <= 0;
        end else
            case (state)
                STATE_IDLE:
                begin
                    if (~read_empty)
                        if (read_clk_enable)
                        begin
                            data <= read_data;
                            state <= STATE_WRITE_DATA;
                            read_clk_enable <= 0;
                            write_pos <= 40;
                        end else
                            read_clk_enable <= 1;
                    else
                        read_clk_enable <= 0;
                end
                STATE_WRITE_DATA:
                begin
                    if (uart_ready)
                    begin
                        uart_data[7] <= data[write_pos + 7];
                        uart_data[6] <= data[write_pos + 6];
                        uart_data[5] <= data[write_pos + 5];
                        uart_data[4] <= data[write_pos + 4];
                        uart_data[3] <= data[write_pos + 3];
                        uart_data[2] <= data[write_pos + 2];
                        uart_data[1] <= data[write_pos + 1];
                        uart_data[0] <= data[write_pos + 0];
                        uart_clk_enable <= 1;
                        write_pos <= write_pos - 8;
                        state <= STATE_WAIT_WRITE_DONE;
                    end
                end
                STATE_WAIT_WRITE_DONE:
                begin
                    if (~uart_ready)
                    begin
                        uart_clk_enable <= 0;
                        if (write_pos > 40)
                        begin                            
                            write_pos <= 0;
                            state <= STATE_WRITE_TRAILER;
                        end else
                            state <= STATE_WRITE_DATA;
                    end
                end
                STATE_WRITE_TRAILER:
                begin
                    if (uart_ready)
                    begin
                        if (write_pos == 0)
                        begin
                            uart_clk_enable <= 1;
                            uart_data <= 8'h0a;
                            state <= STATE_WAIT_WRITE_TRAILER_DONE;
                        end
                        else if (write_pos >= 1)
                        begin
                            state <= STATE_IDLE;
                        end
                        write_pos <= write_pos + 1;
                    end
                end
                STATE_WAIT_WRITE_TRAILER_DONE:
                begin
                    if (~uart_ready)
                    begin
                        uart_clk_enable <= 0;
                        state <= STATE_WRITE_TRAILER;
                    end
                end
        endcase
    end
endmodule
==> /design/flow/run.sh <==
#!/bin/bash
# OpenROAD 26Q1-2900-gdf79404cd8, Yosys 0.63+post, stock flow scripts
make -C /OpenROAD-flow-scripts/flow DESIGN_CONFIG=/design/flow/config.mk WORK_HOME=/design/flow/orfs finish
==> /design/flow/config.mk <==
export PLATFORM = sky130hd
export DESIGN_NAME = mem2serial
export DESIGN_NICKNAME = mem2serial
export VERILOG_FILES = /design/flow/design.v
export SDC_FILE = /design/flow/constraint.sdc
export NUM_CORES = 4
export LEC_CHECK = 1
export CORE_UTILIZATION = 30
==> /design/flow/constraint.sdc <==
current_design mem2serial

set clk_period 5.9
set clk_io_pct 0.2

create_clock -name clk0 -period $clk_period [get_ports {clk}]

set non_clock_inputs [all_inputs -no_clocks]
set_input_delay [expr $clk_period * $clk_io_pct] -clock clk0 $non_clock_inputs
set_output_delay [expr $clk_period * $clk_io_pct] -clock clk0 [all_outputs]
==> run notes <==
Implementation run completed; key figures follow.

Clock tree:
- The run gives the root cell of the clock tree as sky130_fd_sc_hd__clkbuf_16.
- The number of hold buffers added after CTS was 0.
- CTS added clock buffers totalling 5.
- The run gives the sink count of the clock tree as 55.
- The number of gates resized after CTS was 0.
- Once the clock tree was built, the setup fixing pass inserted 0 buffers.
- The run gives the number of buffers between clock root and the deepest sink as 2.
- The run puts the clock transition at the registers of the reported paths at 0.07 ns.
- Per the CTS log, the maximum H-tree level is 2.
- TritonCTS built the clock tree.
- The run puts the later-pin clock latency in the skew report at 0.30 ns.

Die:
- The run gives the initial standard-cell utilization of the core as 30.9%.
- Per the OpenROAD floorplan log, the width of the die is 114 µm.
- From bottom edge to top edge, the die measures 114 µm.
- For this design the top-level I/O count stands at 46.
- The run puts the overall die area at 12900 µm².
- The run gives the total core area as 12100 µm².
- The run puts the row count at 40.

Synthesis:
- The run puts the post-synthesis instance total at 341.
- The run puts the total of flip-flops plus latches after synthesis at 55.
- The run gives the Yosys warning count as 1.
- The run puts the unique cell type count in the Yosys netlist at 60.
- In this run the biggest area consumer among cell types represents 32.1% of the synthesized area.
- For reference, the top cells by count after synthesis are sky130_fd_sc_hd__edfxtp_1, sky130_fd_sc_hd__mux2i_1, sky130_fd_sc_hd__nand2_1, sky130_fd_sc_hd__nor2_1, sky130_fd_sc_hd__mux4_2.
- The main area contributors are sky130_fd_sc_hd__edfxtp_1, sky130_fd_sc_hd__dfrtp_1, sky130_fd_sc_hd__mux2i_1.
- The run gives the chip area from the yosys synthesis statistics as 3750 µm².
- The run puts the number of standard cells reported by yosys at 341.
- The run puts the average instance area after synthesis at 11.0 µm².
- The run gives the number of flops mapped to enable cells by yosys as 40.
- For this run, the leading register cell type out of synthesis is sky130_fd_sc_hd__edfxtp_1.
- The run puts the proportion of synthesized flip-flops having asynchronous set or reset at 27.3%.
- The cell area that synthesis handed to floorplanning was 3750 µm².
- Per the synthesis report, the dominant area consumer among library cells is sky130_fd_sc_hd__edfxtp_1.
- Yosys instantiated no cell more often than sky130_fd_sc_hd__edfxtp_1.
- The run puts the part of the Yosys area used for sequential elements at 42.1%.

Critical path:
- The run puts the largest fanout of any net on the critical path at 32.
- The run puts the arrival time reported for the critical path endpoint at 2.80 ns.
- The run puts the worst reg-to-reg path cell count at 8.
- STA classifies the critical path startpoint as a primary input.
- The worst setup path is captured at a register.
- The required time at the worst endpoint is listed as 5.86 ns.
- The run gives the category of the critical setup timing path as in2reg.

Detailed routing:
- The run gives the post-detailed-route count of antenna-violating nets as 0.
- Per the detail_route report, routed wire per instance is 16.4 µm.
- Wires add up to 8910 µm.
- For this block, the initial DRC count from the detailed router was 188.
- The run puts the number of optimization iterations in the first detailed-route pass at 4.
- The final antenna diode tally reported by the flow is 0.
- The run gives the via-per-instance ratio as 5.38.
- The run puts the via count at 2916.
- The run puts the total DRC errors in the routed layout at 0.

Timing:
- The run gives the worst slew margin relative to its limit as 49.7%.
- The run gives the maximum clock frequency as 352 MHz.
- The run gives the post-route minimum period as 2.84 ns.
- Setup repair after global routing left no endpoint under its margin.
- Summed over all failing endpoints, the final setup total negative slack is 0 ns.
- The run puts the worst-margin pin slew at 0.754 ns.
- The run gives the final tally of hold violations as 0.
- The run gives the number of pins with negative max-slew slack in the final report as 0.
- The run gives the final worst-path cycle share as 48.1%.
- The run puts the final setup skew at 0.00881 ns.
- The end-of-flow timing check tallies setup violations at 0.

Power:
- The run puts the worst-case vdd ir drop at 213 µV.
- Total power normalized to cell area comes to 397 nW/µm².
- The run puts the cell leakage power at 0.00148 µW.

GRT:
- The run gives the global route total overflow as 0.
- The first global-routing pass estimated 15000 µm of wire.
- Entering global routing, the biggest net connects 44 pins.
- The run puts the initial antenna violation count at 0.
- The run puts the total global-route track usage at 15.2%.
- The run puts the number of global-route vias before repair at 2849.

Cells and area:
- Of the cells placed in the final design, the portion with a size suffix greater than 1 is 11.2%.
- The run puts the signed area change from the synthesized netlist to the final layout at 18.6%.
- The run gives the fill cell instance count of the final layout as 1207.
- The run gives the design area as 4440 µm².
- The final report gives the core utilization as 36.7%.

Worst hold path:
- The number of cells on the worst hold path is listed as 1.
- The most critical min-delay path falls under reg2reg.

Outcome:
- The flow ran to the end, and the final reports show no timing, DRC or antenna violations.

Job:
- The run reported a max-capacitance violation count of 0.
- The run puts the count of warning messages emitted by the tools at 29.

Place:
- The run gives the detailed placer's ending HPWL as 6670 µm.
- The run gives the routability congestion estimate as 0.946.
- The run gives the number of port buffers as 45.
- The post-placement cell area is 4300 µm².
==> state kept, by name, summed over array words and instances (netlist names) <==
register,cells
read_clk_enable,1
write_pos,8
uart_clk_enable,1
state,5
data,32
uart_data,8
==> through the flow <==
step	cells	setup slack (ns)	total power, µW	hold WS [ns]
3_5_place_dp	534	2.70	1470	0.494
6_report	542	3.06	1760	0.504
4_1_cts	542	3.00	1770	0.506
5_1_grt	542	2.84	1890	0.537
3_3_place_gp	534	2.71	1470	0.494
2_1_floorplan	341	1.84	1250	0.454
==> path summary, 6_finish.rpt <==
| check | start | end | slack (ns) |
|---|---|---|---|
| hold / removal | state[1] | uart_clk_enable | 0.50 |
| setup / recovery | reset | data[31] | 3.06 |
| setup reg to reg | write_pos[0] | write_pos[5] | 3.12 |
| hold reg to reg | state[1] | uart_clk_enable | 0.50 |
| min in group asynchronous | reset | uart_clk_enable | 1.30 |
| max in group asynchronous | reset | write_pos[0] | 4.09 |
==> cells in the final DEF, fill, tap and decap left out, types with 5 or more instances in the layout <==
cell type and n:
sky130_fd_sc_hd__a31oi_1 5, sky130_fd_sc_hd__mux4_2 15, sky130_fd_sc_hd__buf_4 5, sky130_fd_sc_hd__dfrtp_1 13, sky130_fd_sc_hd__o21ai_0 10, sky130_fd_sc_hd__o221ai_1 7, sky130_fd_sc_hd__o22ai_1 11, sky130_fd_sc_hd__a21oi_1 8
sky130_fd_sc_hd__o21a_1 5, sky130_fd_sc_hd__nor2b_1 5, sky130_fd_sc_hd__a22oi_1 7, sky130_fd_sc_hd__nand2_1 31, sky130_fd_sc_hd__mux2i_1 34, sky130_fd_sc_hd__nand3_1 8, sky130_fd_sc_hd__nand4_1 5, sky130_fd_sc_hd__clkdlybuf4s50_1 45
sky130_fd_sc_hd__nor2_1 24, sky130_fd_sc_hd__edfxtp_1 40, sky130_fd_sc_hd__clkbuf_16 5, sky130_fd_sc_hd__ha_1 6, sky130_fd_sc_hd__inv_1 9
==> logic make-up after synthesis <==
kind of cell             count (synthesis)  synth area share, %
AND-OR/OR-AND                           89                 17.7
XOR/XNOR                                 6                 1.40
adder cells (fa/ha/maj)                  6                 2.00
flip-flops                              55                 42.1
AND/OR/NAND/NOR                         98                 12.9
buffers and inverters                   36                 5.11
multiplexers                            51                 18.7
==> per-layer routing <==
| layer | vias up | wire [µm] | GRT usage, % |
|---|---|---|---|
| met1 | 1387 | 4260 | 25.4 |
| li1 | 1397 | - | - |
| met3 | 14 | 543 | 2.65 |
| met4 | 0 | 171 | 2.02 |
| met5 | - | 0 | 0 |
| met2 | 118 | 3940 | 22.1 |
==> power breakdown <==
group	total (µW)	switching [µW]	leakage [µW]	internal (µW)
logic	911	518	0.000860	393
registers	562	93.0	0.000553	469
clock network	292	135	0.0000701	157
total	1760	746	0.00148	1020
==> worst max-delay path: stages <==
cell and delay, ns:
sky130_fd_sc_hd__clkdlybuf4s50_1 0.93, sky130_fd_sc_hd__inv_1 0.12, sky130_fd_sc_hd__nor3_2 0.18, sky130_fd_sc_hd__buf_4 0.37
==> layout make-up <==
| type | count | area (µm²) | area share (%) |
|---|---|---|---|
| clock buffer | 5 | 125 | 2.82 |
| clock inverter | 3 | 18.8 | 0.422 |
| inverter | 11 | 41.3 | 0.929 |
| multi-input combinational | 250 | 1980 | 44.6 |
| sequential | 55 | 1580 | 35.5 |
| tap | 168 | 210 | 4.73 |
| timing repair buffer | 50 | 488 | 11.0 |
Power figures rest on the tool's default switching activity, not on a simulated workload.
