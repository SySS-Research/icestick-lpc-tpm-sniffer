--- flow/design.v ---
module buffer #(parameter AW = 8, parameter DW = 8)(
    input wire clk,
    input wire write_clk_enable,
    input wire [DW - 1:0] write_data,
    input wire [AW - 1:0] write_addr,
    input wire read_clk_enable,
    input wire [AW - 1:0] read_addr,
    output reg [DW - 1:0] read_data
);
    localparam NPOS = 2 ** AW;
    reg [DW - 1:0] ram [0:NPOS - 1];
    always @(posedge clk)
    begin
        if (write_clk_enable)
            ram[write_addr] <= write_data;
        if (read_clk_enable)
            read_data <= ram[read_addr];
    end
endmodule
module ringbuffer #(parameter AW = 8, DW = 32)(
        input wire clk,
        input wire reset,
        input wire read_clk_enable,
        input wire write_clk_enable,
        input wire [DW-1:0] write_data,
        output reg [DW-1:0] read_data,
        output wire empty,
        output wire overflow
);
	reg [AW-1:0] next_write_addr;
	reg [AW-1:0] read_addr;
	reg [AW-1:0] write_addr;
	wire mem_read_clk_enable;
	wire mem_write_clk_enable;
	assign empty = read_addr == write_addr;
	assign overflow = next_write_addr == read_addr;
	assign mem_read_clk_enable = ~empty & read_clk_enable;
	assign mem_write_clk_enable = ~overflow & write_clk_enable;
	always @(posedge clk or negedge reset)
    begin
		if (~reset)
        begin
			write_addr <= 0;
			next_write_addr <= 1;
		end
        else if (write_clk_enable)
            if (~overflow)
            begin
                write_addr <= write_addr + 1'b1;
                next_write_addr <= next_write_addr + 1'b1;
            end
	end
	always @(posedge clk or negedge reset)
    begin
		if (~reset) 
        begin
			read_addr <= 0;
		end
		else begin
			if (read_clk_enable)
				if (~empty)
					read_addr <= read_addr + 1'b1;
		end
	end
	buffer #(.AW(AW), .DW(DW))
		MEM (
			.clk(clk),
			.write_clk_enable(mem_write_clk_enable),
			.write_data(write_data),
			.write_addr(write_addr),
			.read_clk_enable(mem_read_clk_enable),
			.read_data(read_data),
			.read_addr(read_addr)
        );
endmodule
--- flow/run.sh ---
#!/bin/bash
# OpenROAD 26Q1-2900-gdf79404cd8, Yosys 0.63+post, stock flow scripts
make -C /OpenROAD-flow-scripts/flow DESIGN_CONFIG=/design/flow/config.mk WORK_HOME=/design/flow/orfs finish
--- flow/config.mk ---
export PLATFORM = sky130hd
export DESIGN_NAME = ringbuffer
export DESIGN_NICKNAME = ringbuffer
export VERILOG_FILES = /design/flow/design.v
export SDC_FILE = /design/flow/constraint.sdc
export NUM_CORES = 4
export LEC_CHECK = 1
export CORE_UTILIZATION = 40
export SYNTH_MEMORY_MAX_BITS = 65536
--- flow/constraint.sdc ---
current_design ringbuffer

set clk_period 1432.5
set clk_io_pct 0.2

create_clock -name clk0 -period $clk_period [get_ports {clk}]

set non_clock_inputs [all_inputs -no_clocks]
set_input_delay [expr $clk_period * $clk_io_pct] -clock clk0 $non_clock_inputs
set_output_delay [expr $clk_period * $clk_io_pct] -clock clk0 [all_outputs]
==> GITHUB_STEP_SUMMARY <==
## PnR job results

| Metric | Value |
|---|---|
| Status | `finished clean` |
| Global-route wire length before repair | `1360 mm` |
| Max Root-Sink Buffers | `4` |
| Tot GR Track Use | `27.7%` |
| Die area | `791000 sq um` |
| Synth Cell Area | `315000 sq um` |
| Row Count | `325` |
| TritonRoute pass-1 iters | `8` |
| DIE WIDTH | `889 um` |
| Worst slew pin tran | `1.33 ns` |
| Worst min path class | `reg2reg` |
| Tool Warnings | `30` |
| Final tally of setup violations | `0` |
| Yosys stat chip area | `315000 sq um` |
| Clock root buffer master | `clkbuf_16` |
| Crit path DRT | `1146.00 ns` |
| Floorplan Utilization | `40.2%` |
| Mean routed wirelength per cell | `37.6 um` |
| Relative max-transition margin | `8.56%` |
| Layout cells sized above 1 | `26.8%` |
| Worst hold slack | `0.491 ns` |
| Number of enable flip-flop cells | `8224` |
| Maximum VDD drop | `0.00226 mV` |
| Tcrit/Tclk final | `20.3%` |
| Htree depth | `6` |
| Detail Placement HPWL | `619 mm` |
| Endpoint type of the worst setup path | `output pin` |
| Crit path max fanout | `33` |
| Area Growth Syn to Fin | `14.2%` |
| PostCTS Resize Cnt | `0` |
| Post-CTS Setup Bufs | `0` |
| Synth Register Bits | `8248` |
| Distinct lib cells used | `82` |
| Max-area cell share | `78.4%` |
| CTS Sinks | `8248` |
| Critical Path Start Type | `flop` |
| Yosys warns | `2` |
| Vias per std cell | `5.88` |
| Worst-path clk slew | `0.06 ns` |
| PD cells | `1.96 nW/um^2` |
| Clk ins delay skew pair | `1.22 ns` |
| Largest net degree at the start of global routing | `93` |
| Maximum capacitance violations | `0` |
| Crit path DAT | `4.09 ns` |
| RSZ-0062 raised after global routing | `false` |
| Die Y | `889 um` |
| Routed wire length | `991 mm` |
| Routability Congestion | `0.982` |
| Drc violations | `0` |
| Post-synth area hogs | `edfxtp_1 78%, mux4_2 12%, mux2i_1 2.7%` |
| Gate Count Post-Synth | `14100` |
| FMAX | `0.00344 GHz` |
| TritonCTS clock tree | `done` |
| Initial DRC Count | `11500` |
| Critical path class | `reg2out` |
| Seq/Total Area, Yosys | `78.6%` |
| Fin crit period | `290.59 ns` |
| # IOs | `70` |
| Vias in the first global route | `168000` |
| Slew Limit Fails | `0` |
| Average cell area after synthesis | `22.3 sq um` |
| Clock Skews | `0.111 ns` |
| Ys cells | `14100` |
| Final Hold Fails | `0` |
| Main flop type | `edfxtp_1` |
| Post-DRT Antenna Nets | `0` |
| Final TNS setup | `0 ns` |
| CORE AREA | `784000 sq um` |
| Antenna violations before repair | `70` |
| Clock buffer count from CTS | `795` |
| Hold buffers post-CTS | `0` |
| Leakage power | `112 nW` |
| Port Buffers | `69` |
| Synth area leader | `edfxtp_1` |
| Fraction of registers with async set/reset | `0.291%` |
| Via count | `155000` |
| GRT overflow | `0` |
## cells by family after synthesis
| logic type | Yosys count | synth area share (%) |
|---|---|---|
| fa+ha+maj | 6 | 0.0238 |
| xor+xnor | 37 | 0.103 |
| buf+inv | 864 | 1.52 |
| simple gates | 740 | 1.06 |
| flops | 8248 | 78.6 |
| mux | 2595 | 15.0 |
| compound gates | 1635 | 3.74 |
## sequential cells by signal, indices dropped and copies added (netlist names)
signal / cells
next_write_addr: 8
write_addr: 8
MEM.ram: 8192
read_addr: 8
MEM.read_data: 32
## synth_stat cells (15+ instances only)
| cell | n |
|---|---|
| dfrtp_1 | 23 |
| nand3_1 | 66 |
| mux4_2 | 1685 |
| o22ai_1 | 53 |
| a211o_1 | 16 |
| xor2_1 | 22 |
| a22oi_1 | 400 |
| clkbuf_1 | 318 |
| o221ai_1 | 159 |
| xnor2_1 | 15 |
| and2_1 | 17 |
| nand2_1 | 186 |
| a211oi_1 | 84 |
| o32ai_1 | 17 |
| buf_4 | 107 |
| mux2i_1 | 863 |
| buf_6 | 83 |
| a31oi_1 | 38 |
| edfxtp_1 | 8224 |
| buf_1 | 45 |
| mux2_2 | 47 |
| a221oi_1 | 207 |
| a2111oi_0 | 20 |
| buf_2 | 289 |
| a22o_1 | 70 |
| nor2b_1 | 25 |
| nand2b_1 | 22 |
| a21oi_1 | 293 |
| nor2_1 | 312 |
| nor3_1 | 23 |
| o31ai_1 | 16 |
| o21ai_0 | 165 |
## final cells by class
cell class / instances / area (sq um)
diodes: 85 / 213
repair buffers: 1072 / 8630
well taps: 10500 / 13100
clock buffers: 972 / 20700
clock inverters: 478 / 4140
multi-input cells: 5013 / 65300
flip-flops and latches: 8248 / 248000
fillers: 63800 / 424000
inverters: 10 / 55.1
## power by group
| group | switching, W | leakage [nW] | internal [W] |
|---|---|---|---|
| sequential | 0.00000208 | 74.2 | 0.000269 |
| clock | 0.0000903 | 12.1 | 0.000112 |
| combinational | 0.000155 | 25.7 | 0.0000777 |
| total | 0.000247 | 112 | 0.000459 |
## per-stage QoR
stage	util [%]	instances	total power, W	worst slack (ns)	instance area [sq um]
final	45.9	26300	0.000706	1141.91	360000
after global routing	45.9	26300	0.000725	1141.59	360000
after CTS	45.9	26300	0.000705	1141.74	360000
after detailed placement	42.7	24800	0.000504	1141.97	335000
after global placement	42.7	24800	0.000504	1141.99	335000
after floorplan	-	14100	0.000392	1143.17	315000
## worst max-delay path: stages (launching register included)
cell,delay (ns)
dfrtp_4,0.85
buf_4,0.66
xor2_1,0.14
nor4_1,0.21
nand2_1,0.39
inv_1,0.14
clkdlybuf4s50_1,0.47
## layout by cell type, fill, tap and decap left out, types with 51 or more instances in the layout
master,synthesis,final
a22o_1,70,70
o221ai_1,159,159
a22oi_1,400,400
clkbuf_1,318,168
bufinv_16,0,51
mux4_2,1685,1685
clkinv_2,0,132
nand2_1,186,177
edfxtp_1,8224,8224
clkbuf_16,0,804
buf_4,107,983
a221oi_1,207,202
clkinv_1,2,223
a211oi_1,84,67
nor2_4,0,261
mux2i_1,863,863
a21oi_1,293,292
diode_2,0,85
o21ai_0,165,163
o22ai_1,53,53
## routing by layer
| metal | track usage (%) | routed length [um] | part of all wire [%] | up-vias |
|---|---|---|---|---|
| li1 | - | - | - | 62600 |
| met1 | 28.6 | 275000 | 28 | 78500 |
| met2 | 37.5 | 433000 | 44 | 11500 |
| met3 | 26.3 | 216000 | 22 | 2040 |
| met4 | 12.3 | 61600 | 6.2 | 129 |
| met5 | 6.79 | 5760 | 0.58 | - |
## final timing paths
path                                           startpoint                             end  slack, ns  cells past startpoint
max reg2reg                      read_addr[0]$_DFFE_PN0P_      MEM.read_data[9]$_DFFE_PP_    1423.93                     11
min reg2reg                next_write_addr[7]$_DFFE_PN0P_  next_write_addr[7]$_DFFE_PN0P_       0.49                      1
min in group asynchronous                           reset        read_addr[4]$_DFFE_PN0P_     285.38                      2
max in group asynchronous                           reset        read_addr[7]$_DFFE_PN0P_    1146.74                      2
min                        next_write_addr[7]$_DFFE_PN0P_  next_write_addr[7]$_DFFE_PN0P_       0.49                      1
max                              read_addr[0]$_DFFE_PN0P_                           empty    1141.91                      6
Power and IR drop assume default switching activity.
