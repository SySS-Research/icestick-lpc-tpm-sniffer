File: /design/flow/design.v
module power_on_reset(
	input wire clk,
	input wire pll_locked,
	output reg reset
);
    reg [31:0] counter = 32'h2;
    always @(*)
    begin
        if (counter == 32'd0)
            reset = 1'b1;
        else
            reset = 1'b0;
    end
    always @(posedge clk)
    begin
        if (counter != 32'd0 && pll_locked)
            counter <= counter - 1'd1;
    end
endmodule
File: /design/flow/run.sh
#!/bin/bash
# OpenROAD 26Q1-2900-gdf79404cd8, Yosys 0.63+post, stock flow scripts
make -C /OpenROAD-flow-scripts/flow DESIGN_CONFIG=/design/flow/config.mk WORK_HOME=/design/flow/orfs finish
File: /design/flow/config.mk
export PLATFORM = sky130hd
export DESIGN_NAME = power_on_reset
export DESIGN_NICKNAME = power_on_reset
export VERILOG_FILES = /design/flow/design.v
export SDC_FILE = /design/flow/constraint.sdc
export NUM_CORES = 4
export LEC_CHECK = 1
export CORE_AREA = 10 10 103 103
export DIE_AREA = 0 0 113 113
File: /design/flow/constraint.sdc
current_design power_on_reset

set clk_period 7.9
set clk_io_pct 0.2

create_clock -name clk0 -period $clk_period [get_ports {clk}]

set non_clock_inputs [all_inputs -no_clocks]
set_input_delay [expr $clk_period * $clk_io_pct] -clock clk0 $non_clock_inputs
set_output_delay [expr $clk_period * $clk_io_pct] -clock clk0 [all_outputs]
==> results.json <==
{
  "grt_max_degree": 20,
  "coreArea_sq_um": 8300,
  "yosysWarnings": 1,
  "dieArea_sq_um": 12800,
  "drc": 0,
  "clkLatencyLatePin_ps": 280,
  "vias": 961,
  "synth_seq_share_pct": 59.0,
  "yosys_area_sq_um": 1630,
  "edf_count": 32,
  "firstDrtPassIters": 4,
  "grt_busiest_layer": "met1",
  "n_antenna_cell": 0,
  "drive_above_1_share_pct": 12.8,
  "ios": 3,
  "slowest_delay_ps": 550,
  "drtIter0Drc": 47,
  "r2r_end": "counter[16]",
  "worst_slew_pin_slew_ps": 697,
  "cts_setup_buffers": 0,
  "path_cells": "inv_1 -> ha_1 -> nor4b_1 -> nand4_1 -> nor4_1 -> clkdlybuf4s50_1",
  "endpoint_kind": "output port",
  "cts.htree.levels": 2,
  "ys_cells": 123,
  "antenna_found_initial": 0,
  "topCellsByArea": "edfxtp_1 (59%), xor2_1 (13%), nor4_2 (3.8%)",
  "ant_nets": 0,
  "grt_pass1_vias": 959,
  "dieWidth_microns": 113,
  "clk_pin_slew_ps": 60,
  "place_ws_ps": 3930,
  "synth_area_per_cell_sq_um": 13.2,
  "wl_per_cell_microns": 10.9,
  "tool_warnings": 25,
  "met2_usage_pct": 5.99,
  "critical_path.endpoint": "reset",
  "cts_tree": "built",
  "start_kind": "flip-flop",
  "met3_usage_pct": 1.18,
  "peakVddDrop_mv": 0.0835,
  "finalSetupTns_ps": 0,
  "grt_pass1_wl_microns": 4540,
  "power_uw": 347,
  "setup_viol": 0,
  "final_cells": 238,
  "final_area_sq_um": 1860,
  "biggestRegsByFlops": "counter x32",
  "power.density_nw_per_um2": 187,
  "met1_usage_pct": 6.15,
  "largest_reg_flops": 32,
  "relSlewSlack_pct": 53.3,
  "crit_type": "reg -> out",
  "placed_cells": 230,
  "status": "complete, no violations",
  "ctsResizeCount": 0,
  "regMostFlops": "counter",
  "synth_cell_types": 26,
  "fmax_mhz": 235,
  "routed_wl_microns": 2590,
  "synth_top_area_share_pct": 59.0,
  "setup_slack_ps": 3650,
  "hold_buffers": 0,
  "cts_num_sinks": 32,
  "post-route-period-util_pct": 53.8,
  "ys.flops": 32,
  "slew_viol_final": 0,
  "synthToLayoutAreaGrowth_pct": 14.1,
  "io_buffer_count": 2,
  "via_per_inst": 4.04,
  "cp-startpoint": "counter[0]",
  "critical_path.max_fanout": 4,
  "finClkSkew_ps": 3.80,
  "netlist_area_sq_um": 1630,
  "post-dp-hpwl_microns": 1750,
  "ys_top_cells_by_count": "edfxtp_1 (32), xor2_1 (25), nor2_1 (10)",
  "ys_async_sr_fraction_pct": 0,
  "fin_hold_ws_ps": 599,
  "total_leakage_power_nw": 0.619,
  "post-route-util_pct": 22.4,
  "worstPathArrival_ps": 2670,
  "period_needed_ps": 4250,
  "ff2ff_path_depth": 7,
  "r2r-start": "counter[0]",
  "clock-root-buffer": "clkbuf_8",
  "gp_routability_congestion": 0.747,
  "placement.cell_area_sq_um": 1780,
  "clk_path_buf_depth": 2,
  "top_area_cell": "edfxtp_1",
  "grtUsageTotal_pct": 4.13,
  "hold_path.startpoint": "counter[29]",
  "cts_made_buffers": 5,
  "die_h_microns": 113,
  "rsz0062_at_grt": "false",
  "row_count": 33,
  "ff_type": "edfxtp_1",
  "drv_cap": 0,
  "most_common_cell": "edfxtp_1",
  "initial_core_util_pct": 19.6,
  "r2r_slack_ps": 5250,
  "required_ps": 6320,
  "syn_inst": 123,
  "gr-total-overflow": 0,
  "min_path_type": "reg -> reg",
  "cp_slowest_cell": "clkdlybuf4s50_1",
  "finalHoldViolations": 0
}
==> worst min path at each step <==
| stage | cells past startpoint | endpoint | slack (ps) |
|---|---|---|---|
| CTS | 1 | counter[29] | 600 |
| global route | 1 | counter[29] | 610 |
| finish | 1 | counter[29] | 600 |
==> routing by layer <==
metal / vias to the layer above / part of all wire (%)
met4: 0 / 1.0
met3: 5 / 4.0
li1: 487 / -
met1: 455 / 53
met2: 14 / 42
met5: - / 0
==> logic make-up (layout without fill, tap and decap cells) <==
group	Yosys count	after routing	share of synthesized area, %
compound gates	3	3	1.31
flops	32	32	59.0
buf+inv	4	14	1.38
simple gates	56	56	23.0
xor+xnor	27	27	14.5
fa+ha+maj	1	1	0.769
==> cell type report <==
cell class | instances | area, sq um
Inverter | 3 | 11.3
Fill cell | 863 | 6440
Clock buffer | 7 | 76.3
Multi-Input combinational cell | 87 | 647
Clock inverter | 1 | 3.75
Tap cell | 105 | 131
Timing Repair Buffer | 3 | 27.5
Sequential cell | 32 | 961
==> cells in the final DEF, fill, tap and decap left out, types with 2 or more instances in the layout <==
master           synthesis  final
clkbuf_8                 0      5
xnor2_1                  2      2
inv_1                    3      3
clkbuf_1                 0      2
nand3b_1                 2      2
nor2_1                  10     10
edfxtp_1                32     32
xor2_1                  25     25
clkdlybuf4s50_1          0      2
nor3_1                   7      7
or3_1                    4      4
nor4b_1                  2      2
nor4_1                   9      9
nand3_1                  3      3
nand2_1                  6      6
nor4_2                   5      5
==> critical path, delay by kind of cell, from the launching register on <==
family / cells / cell delay, ps
adders and majority gates: 1 / 220
and+or+nand+nor: 3 / 1090
DFF: 1 / 410
buffers and inverters: 2 / 660
==> report_power, final <==
| part | switching, mW | leakage, nW | total [mW] | internal (mW) |
|---|---|---|---|---|
| registers | 0.0112 | 0.313 | 0.212 | 0.201 |
| logic | 0.0101 | 0.266 | 0.0184 | 0.00830 |
| clock network | 0.0551 | 0.0399 | 0.116 | 0.0612 |
| total | 0.0765 | 0.619 | 0.347 | 0.270 |
No activity file was given, so power comes from the tool's default toggle rates.
